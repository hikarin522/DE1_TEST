[./config.mk]
export PLATFORM = sky130hd
export DESIGN_NAME = MyPIO
export DESIGN_NICKNAME = MyPIO
export VERILOG_FILES = /design/flow/design.v
export SDC_FILE = /design/flow/constraint.sdc
export NUM_CORES = 4
export LEC_CHECK = 1
export CORE_AREA = 10 10 70 70
export DIE_AREA = 0 0 80 80
[./constraint.sdc]
current_design MyPIO

set clk_period 1.5
set clk_io_pct 0.2

create_clock -name clk0 -period $clk_period [get_ports {clk}]

set non_clock_inputs [all_inputs -no_clocks]
set_input_delay [expr $clk_period * $clk_io_pct] -clock clk0 $non_clock_inputs
set_output_delay [expr $clk_period * $clk_io_pct] -clock clk0 [all_outputs]
[./design.v]
`default_nettype none
module MyPIO(
  input wire reset,
  input wire clk,
  input wire[1:0] address,
  input wire read,
  output reg[31:0] readdata,
  input wire write,
  input wire [31:0] writedata,
  output wire[7:0] led
);
reg [7:0] led_value;
always@(posedge clk,posedge reset) begin
  if (reset) begin
    led_value <= 8'd0;
  end
  else begin
    if (write) begin
      case (address)
        2'b00:
          led_value <= writedata[7:0];
      endcase
    end
  end
end
always @* begin
  readdata[31:8] = 24'd0;
  case (address)
    2'b00:
      readdata[7:0] <= led_value;
  endcase
end
assign led = led_value;
endmodule
[./run.sh]
#!/bin/bash
# OpenROAD 26Q1-2900-gdf79404cd8, Yosys 0.63+post, stock flow scripts
make -C /OpenROAD-flow-scripts/flow DESIGN_CONFIG=/design/flow/config.mk WORK_HOME=/design/flow/orfs finish
==> impl_metrics.json <==
{
  "drt-total-wl_mm": 1.50,
  "antenna_found_initial": 0,
  "seq_power_share": 0.473,
  "die_w_um": 80,
  "fill_cells": 370,
  "r2r_slack_ns": 0.73,
  "diodes": 0,
  "pre_cts_slack_ns": -0.102,
  "cts-root-buf": "clkbuf_4",
  "fp-row-count": 21,
  "unclocked_pins": 8,
  "ios": 78,
  "outcome": "complete, no violations",
  "topCellsByArea": "dfrtp_1 32%, buf_4 29%, dlxtn_1 19%, mux2_2 14%, nor3b_4 3.0%",
  "wl_met3_um": 163,
  "cp.buffers_inverters": 1,
  "synth_area_um2": 623,
  "setup_tns_ns": 0,
  "htree_levels": 1,
  "fmax_mhz": 722,
  "synth_chip_area_um2": 623,
  "synthTopCellsByCount": "24 x buf_4, 8 x dfrtp_1, 8 x dlxtn_1, 8 x mux2_2",
  "port_buffers": 28,
  "clkLatencyLatePin_ns": 0.24,
  "critPathCaptureType": "output port",
  "crit_slowest_cell": "clkdlybuf4s50_1",
  "stage_log_warnings": 50,
  "largest_area_cell": "dfrtp_1",
  "slowest_delay_ns": 0.48,
  "synthArstFlopShare": 0.500,
  "powerDensity_mw_per_mm2": 789,
  "r2r_start": "led_value[5]$_DFFE_PP0P_",
  "yosys_cells": 52,
  "highest-signal-layer": "met3",
  "reg2regPathDepth": 1,
  "grt_pass1_wl_mm": 2.26,
  "post-route-drc-count": 0,
  "crit_type": "register to output port",
  "start_kind": "register",
  "viasPerCell": 3.20,
  "hold_buffers": 0,
  "drt_iter0_markers": 17,
  "maxCapViolations": 0,
  "clk_pin_slew_ns": 0.05,
  "grt_pass1_vias": 460,
  "grt_max_degree": 9,
  "min_path_type": "input port to async pin",
  "period_used_share": 0.924,
  "drv_slew": 0,
  "dpl-instance-area_um2": 882,
  "design.core.area_mm2": 0.00342,
  "cp.depth": 1,
  "synth_cell_types": 8,
  "critPathTopFamily": "buffers and inverters",
  "power_uw": 714,
  "route.met2.wl_um": 717,
  "routabilityCongestion": 0.718,
  "postCtsSetupRepairBufs": 0,
  "untimed_endpoints": 16,
  "clockBufferDepth": 2,
  "vias": 416,
  "skew_ns": 0,
  "p_comb_frac": 0.306,
  "cts_buffers": 3,
  "most_common_cell": "buf_4",
  "cts_tree": "done",
  "syn2layout_area_growth_pct": 45.2,
  "worstPathMaxFanout": 3,
  "synthCells": 52,
  "endpoint": "led[5]",
  "path_cells": "clkdlybuf4s50_1",
  "avgSynthCellArea_um2": 12.0,
  "dr.pass1.iters": 2,
  "synth.top_cell.area_share": 0.321,
  "fin_ws_ns": 0.114,
  "period_minus_slack_ns": 1.39,
  "power_leakage_uw": 0.000414,
  "ys.flops": 16,
  "track_usage": 0.0435,
  "antenna_left": 0,
  "finalSetupViolCount": 0,
  "r2r_end": "led_value[5]$_DFFE_PP0P_",
  "whs_ns": 0.314,
  "ir_drop_uv": 147,
  "die_height_um": 80,
  "post_cts_resized": 0,
  "crit_required_ns": 1.20,
  "worst_ep_arrival_time_ns": 1.09,
  "internal_power_uw": 573,
  "p_sw_uw": 141,
  "drive_gt1_frac": 0.179,
  "startpoint": "led_value[5]$_DFFE_PP0P_",
  "synth-main-ff-cell": "dlxtn_1",
  "edf_count": 0,
  "dp_hpwl_mm": 1.36,
  "wl_met1_um": 622,
  "chip_area_mm2": 0.00640,
  "p_sw_frac": 0.197,
  "hold_viol": 0,
  "final_cell_area_um2": 905,
  "wl_per_cell_um": 11.6,
  "yosysWarnings": 1,
  "power_frac_clock": 0.221,
  "grt_setup_unrepaired": "false",
  "grt_overflow": 0,
  "fp_util": 0.182
}
cell type report:
cell class | instances | area [um2] | share of cell area
well taps | 46 | 57.6 | 0.0636
inverters | 1 | 3.75 | 0.00415
repair buffers | 30 | 295 | 0.326
multi-input cells | 34 | 205 | 0.227
flip-flops and latches | 16 | 320 | 0.354
clock buffers | 3 | 22.5 | 0.0249
power by group through the flow:
stage	Clock (uW)	Combinational [uW]	Sequential [uW]
final	158	219	338
after global routing	188	242	349
after CTS	175	229	340
kinds of logic (layout without fill, tap and decap cells):
group	count (synthesis)	after routing	share of synthesized area
DFF	8	8	0.321
muxes	8	8	0.145
and+or+nand+nor	2	2	0.0402
latches	8	8	0.193
buffers and inverters	25	34	0.295
other	1	24	0.00602
through the flow:
| stage | utilization | instances |
|---|---|---|
| 2_1_floorplan | - | 75 |
| 3_3_place_gp | 0.258 | 127 |
| 3_5_place_dp | 0.258 | 127 |
| 4_1_cts | 0.265 | 130 |
| 5_1_grt | 0.265 | 130 |
| 6_report | 0.265 | 130 |
metal layers:
metal | global-route usage | up-vias
met2 | 0.0650 | 27
li1 | - | 187
met5 | 0 | -
met1 | 0.0560 | 202
met4 | 0.00528 | 0
met3 | 0.0227 | 0
sequential cells by signal, summed over array words and instances, names as in the netlist:
| register | flops |
|---|---|
| led_value | 8 |
| readdata | 8 |
placed cells by master (no fill, tap or decap):
master           instances
buf_4                    2
mux2_2                   8
clkdlybuf4s50_1         28
dlxtn_1                  8
nor3b_4                  1
clkbuf_4                 3
dfrtp_1                  8
inv_1                    1
conb_1                  24
or2_2                    1
how the worst min path moves through the flow:
stage / to / start / slack [ns]
CTS: led_value[0]$_DFFE_PP0P_ / reset / 0.32
global route: led_value[0]$_DFFE_PP0P_ / reset / 0.33
finish: led_value[6]$_DFFE_PP0P_ / reset / 0.31
No activity file was given, so power comes from the tool's default toggle rates.
