## flow/constraint.sdc

```tcl
current_design seg7dec

set clk_period 3.5
set clk_io_pct 0.2

create_clock -name clk0 -period $clk_period [get_ports {CLOCK_50}]

set non_clock_inputs [all_inputs -no_clocks]
set_input_delay [expr $clk_period * $clk_io_pct] -clock clk0 $non_clock_inputs
set_output_delay [expr $clk_period * $clk_io_pct] -clock clk0 [all_outputs]
```

## flow/config.mk

```make
export PLATFORM = sky130hd
export DESIGN_NAME = seg7dec
export DESIGN_NICKNAME = seg7dec
export VERILOG_FILES = /design/flow/design.v
export SDC_FILE = /design/flow/constraint.sdc
export NUM_CORES = 4
export LEC_CHECK = 1
export CORE_UTILIZATION = 30
```

## flow/run.sh

```bash
#!/bin/bash
# OpenROAD 26Q1-2900-gdf79404cd8, Yosys 0.63+post, stock flow scripts
make -C /OpenROAD-flow-scripts/flow DESIGN_CONFIG=/design/flow/config.mk WORK_HOME=/design/flow/orfs finish
```

## flow/design.v

```verilog
module BTN_IN (
	input CLK,
	input [2:0] nBIN,
	output reg [2:0]BOUT
);
	reg [20:0]cnt;
	wire en40hz = (cnt == 1250000 - 1);
	always @(posedge CLK)
	begin
		if (en40hz)
			cnt <= 21'b0;
		else
			cnt <= cnt + 21'b1;
	end
	reg [2:0]ff1, ff2;
	always @(posedge CLK)
	begin
		if (en40hz)
		begin
			ff2 <= ff1;
			ff1 <= nBIN;
		end
	end
	wire [2:0]temp = ~ff1 & ff2 & {3{en40hz}};
	always @(posedge CLK)
	begin
		BOUT <= temp;
	end
endmodule
module seg7dec(
	input CLOCK_50,
	input [2:0]KEY,
	output reg [6:0]HEX0
);
	wire reset, douwn, up;
	BTN_IN BTN_IN(CLOCK_50, KEY, {reset, down, up});
	reg [3:0]udcnt;
	always @(posedge CLOCK_50)
	begin
		if (reset)
			udcnt <= 4'h0;
		else if (up)
			udcnt <= udcnt + 4'h1;
		else if (down)
			udcnt <= udcnt - 4'h1;
	end
	always @*
	begin
		case (udcnt)
		4'h0:
			HEX0 = 7'b1000000;
		4'h1:
			HEX0 = 7'b1111001;
		4'h2:
			HEX0 = 7'b0100100;
		4'h3:
			HEX0 = 7'b0110000;
		4'h4:
			HEX0 = 7'b0011001;
		4'h5:
			HEX0 = 7'b0010010;
		4'h6:
			HEX0 = 7'b0000010;
		4'h7:
			HEX0 = 7'b1011000;
		4'h8:
			HEX0 = 7'b0000000;
		4'h9:
			HEX0 = 7'b0010000;
		4'ha:
			HEX0 = 7'b0001000;
		4'hb:
			HEX0 = 7'b0000011;
		4'hc:
			HEX0 = 7'b1000110;
		4'hd:
			HEX0 = 7'b0100001;
		4'he:
			HEX0 = 7'b0000110;
		4'hf:
			HEX0 = 7'b0001110;
		default:
			HEX0 = 7'bxxxxxxx;
		endcase
	end
endmodule
```

==> results.txt <==
Implementation status.

- In this run the worst hold path is classified as reg -> reg.
- The share of the Yosys chip area taken by registers is 46.96%.
- The routed design ends up with an antenna cell count of 0.
- The largest driver fanout on the critical path is 6.
- The slowest cell on the critical path is sky130_fd_sc_hd__a211oi_1.
- The TritonCTS buffer count is 5.
- The initial utilization of the core area, before any placement, comes to 31.31%.
- The critical path buffer and inverter count is 1.
- On the final layout, the worst hold slack is 0.4440 ns.
- In this run, post-CTS hold repair placed 0 buffers.
- Summed over all layers, the routed wires come to 2707 um.
- The count of TritonRoute iterations in the first routing pass is 4.
- The power density over the cells is 361.6 nW/um2.
- From synthesis to final layout, the design area changed by 14.14%.
- The clock period minus final worst setup slack is 2.648 ns.
- Per the hold report, the tightest min-delay path originates at BTN_IN.ff1[0].
- Pin placement for this block handled 11 I/O pins.
- Counting flops and latches in the post-synthesis netlist gives 41.
- Counting pins that exceed their max-slew limit in the final report gives 0.
- The stage logs contain a warning count of 30.
- The warning tally printed by Yosys for this design is 3.
- The pin count of the biggest net entering global routing is 14.
- Buffers added to address setup during post-CTS repair amount to 0.
- TritonCTS built the clock tree.
- Global routing used 9.524% of the available tracks across all layers.
- The count of different cell masters after synthesis is 45.
- In this run the horizontal extent of the chip is 81.07 um.
- The row count is 28.
- The number of failing hold endpoints at the final stage is 0.
- The first global-routing pass estimated 4788 um of wire.
- The flow ran to the end, and the final reports show no timing, DRC or antenna violations.
- The report counts max-capacitance violations totalling 0.
- The flow reports an fmax of 377.7 MHz.
- The arrival time of data at the worst endpoint is listed as 2.82 ns.
- The placer's final routability congestion estimate is 0.8330.
- TritonRoute reported its final design rule violation total as 0.
- The maximum vdd ir drop is 174.0 uV.
- The finished cells cover 2141 um2.
- The pre-CTS setup check shows a worst slack of 0.8558 ns.
- The via count of the first global-routing pass is 1089.
- The sum of net half-perimeters after detailed placement is 2007 um.
- The H-tree depth is 2.
- The signal on the critical path passes through fa_1 > nor2b_1 > a211oi_1 > inv_1 > ha_1 > mux4_2.
- The die is 81.07 um tall.
- The violation tally from detailed-route iteration zero is 55.
- The number of sinks on the clock net is 41.
- The post-cts repair resize count is 0.
- The post-detailed-route via-to-cell ratio is 4.614.
- The timing report gives the biggest stage delay along the critical path as 0.55 ns.
- Between clock sinks in the finished design, the worst skew comes to 0.004479 ns.
- From the final report, the count of setup violators was given as 0.
- The placed standard-cell area is 2056 um2.
- The total cell area reported by yosys after synthesis is 1876 um2.
- The filler cell count is 592.
- The CTS root buffer is sky130_fd_sc_hd__clkbuf_8.
- The critical path is of the reg -> reg type.
- Before any placement, the netlist area is recorded as 1876 um2.
- The area inside the core boundary is 5991 um2.
- The number of cell instances after yosys synthesis is 177.
- Per the detail_route report, routed wire per instance is 10.14 um.
- OpenROAD reports that the post-layout worst path occupies 75.65% of the period.
- The timing startpoint of the critical path is BTN_IN.BOUT[0].
- The cell family with the largest share of critical-path delay is adder cells.
- The worst setup path is launched from a flip-flop.
- The data required time reported for the critical path is 3.67 ns.
- The static power due to leakage is 0.0008606 uW.
- In this run the mean area of a mapped cell was 10.60 um2.
- The number of cells produced by synthesis is 177.
- Setup repair after global routing left no endpoint under its margin.
- The beginning of the worst register-to-register path is BTN_IN.BOUT[0].
- The final worst setup slack is 0.8523 ns.
- The number of buffers on the longest clock path is 2.
- The clock-pin transition on the worst setup and hold timing paths is 0.08 ns.
- The number of antenna violations at the first check in global routing is 0.
- The final global-route overflow total is 0.
- The post-route core utilization is 35.74%.
- The critical path endpoint category is a flip-flop.
- The share of post-route cells with drive strength above 1 is 11.46%.
- The relative max-transition margin is 50.64%.
- The count of buffers added on input and output ports is 10.
- Once detail routing completed, the nets flagged for antenna violations numbered 0.
- The chip occupies 6572 um2.
- The overall via count from detail_route is 1232.
- The slew of the pin with the lowest slew margin is 0.7364 ns.
- The sum of negative setup slack is 0 ns.
- The clock latency of the later-clocked register in the worst-skew pair is 0.29 ns.
per-stage QoR:
step / power, uW / cells
2_1_floorplan: 487.1 / 177
3_3_place_gp: 490.4 / 259
3_5_place_dp: 490.5 / 259
4_1_cts: 789.1 / 267
5_1_grt: 813.0 / 267
6_report: 774.0 / 267
layout by cell type (no fill, tap or decap), drive strengths merged, types with 2 or more instances in the layout:
| cell | n |
|---|---|
| or4 | 2 |
| a211oi | 3 |
| clkbuf | 5 |
| and3b | 3 |
| mux2i | 4 |
| nand3 | 10 |
| xor2 | 7 |
| xnor2 | 12 |
| nand4 | 3 |
| edfxtp | 6 |
| nor4 | 2 |
| clkinv | 2 |
| nand2 | 11 |
| o32ai | 3 |
| nor2 | 22 |
| inv | 10 |
| dfxtp | 35 |
| mux2 | 3 |
| nor4b | 2 |
| nor2b | 2 |
| nor3 | 4 |
| and4 | 3 |
| and3 | 2 |
| clkdlybuf4s50 | 10 |
| ha | 9 |
| nand2b | 6 |
flip-flops by register name, summed over array words and instances, names as in the netlist:
signal	cells
BTN_IN.cnt	21
HEX0	7
udcnt	4
BTN_IN.BOUT	3
BTN_IN.ff1	3
BTN_IN.ff2	3
routing by layer:
| layer | wire [um] | vias up | global-route usage (%) |
|---|---|---|---|
| met5 | 0 | - | 0 |
| met3 | 121 | 4 | 2.851 |
| li1 | - | 644 | - |
| met2 | 1190 | 16 | 15.04 |
| met1 | 1375 | 568 | 13.61 |
| met4 | 20 | 0 | 1.071 |
where the power goes:
group / internal (uW) / total (uW) / switching (uW)
registers: 476 / 476 / 0
logic: 2.88 / 3.37 / 0.492
clock network: 138 / 295 / 157
total: 617 / 774 / 157
synth_stat cells (all sizes together):
master	n	area [um2]
dfxtp	35	700.7
nor2	22	95.09
xnor2	12	105.1
nand2	11	41.29
nand3	10	50.05
ha	9	112.6
inv	9	33.78
xor2	7	61.31
edfxtp	6	180.2
nand2b	6	40.04
mux2i	4	40.04
nor3	4	25.02
a211oi	3	22.52
and3b	3	26.28
and4	3	28.78
buf	3	17.52
mux2	3	37.53
nand4	3	33.78
o32ai	3	26.28
and3	2	12.51
nor2b	2	12.51
nor4	2	27.53
nor4b	2	17.52
or4	2	22.52
a21o	1	7.510
a21oi	1	5.000
a221oi	1	8.760
a22oi	1	7.510
clkbuf	1	3.750
fa	1	20.02
mux4	1	22.52
nor4bb	1	10.01
o2111ai	1	8.760
o21ai	1	5.000
or3	1	6.260
path summary, 6_finish.rpt:
| check | endpoint | slack, ns | depth (start not counted) |
|---|---|---|---|
| worst max-delay path | HEX0[3] | 0.85 | 6 |
| worst min-delay path | BTN_IN.ff2[0] | 0.44 | 0 |
| worst max register to register | HEX0[3] | 0.85 | 6 |
| worst min register to register | BTN_IN.ff2[0] | 0.44 | 0 |
layout make-up:
class | count | area (um2) | area share (%)
repair buffers | 11 | 107.6 | 5.026
well taps | 75 | 93.84 | 4.383
flip-flops and latches | 41 | 880.8 | 41.15
clock buffers | 5 | 68.82 | 3.214
multi-input cells | 123 | 939.7 | 43.89
clock inverters | 3 | 16.27 | 0.7598
inverters | 9 | 33.78 | 1.578
kinds of logic after synthesis:
kind of cell    count (synthesis)  synth area share (%)
buf+inv                        13                 2.935
simple gates                   74                 23.95
fa+ha+maj                      10                 7.072
xor+xnor                       19                 8.873
compound gates                 12                 4.870
flops                          41                 46.96
mux                             8                 5.337
Power is estimated from default activity; no workload was simulated.
